--- config.mk ---
export PLATFORM = sky130hd
export DESIGN_NAME = img_dithering
export DESIGN_NICKNAME = img_dithering
export VERILOG_FILES = /design/flow/design.v
export SDC_FILE = /design/flow/constraint.sdc
export NUM_CORES = 4
export LEC_CHECK = 1
export CORE_AREA = 10 10 70 70
export DIE_AREA = 0 0 80 80
--- constraint.sdc ---
current_design img_dithering

set clk_period 1.0
set clk_io_pct 0.2

create_clock -name clk0 -period $clk_period

set non_clock_inputs [all_inputs -no_clocks]
set_input_delay [expr $clk_period * $clk_io_pct] -clock clk0 $non_clock_inputs
set_output_delay [expr $clk_period * $clk_io_pct] -clock clk0 [all_outputs]
--- design.v ---
`timescale 1ns / 1ps
module img_dithering(
	input logic [7:0] R,
	input logic [7:0] G,
	input logic [7:0] B,
	input logic enable,
	output logic [3:0] R_out,
	output logic [3:0] G_out,
	output logic [3:0] B_out
);
	always_comb begin
		if(enable) begin
			if(R[3:0] >= 4'd8 && R[7:4] < 4'd15) begin
				R_out = R[7:4] + 4'd1;
			end else begin
				R_out = R[7:4];
			end
			if(G[3:0] >= 4'd8 && G[7:4] < 4'd15) begin
				G_out = G[7:4] + 4'd1;
			end else begin
				G_out = G[7:4];
			end
			if(B[3:0] >= 4'd8 && B[7:4] < 4'd15) begin
				B_out = B[7:4] + 4'd1;
			end else begin
				B_out = B[7:4];
			end
		end else begin
			R_out = R[7:4];
			G_out = G[7:4];
			B_out = B[7:4];
		end
	end
endmodule
--- run.sh ---
#!/bin/bash
# OpenROAD 26Q1-2900-gdf79404cd8, Yosys 0.63+post, stock flow scripts
make -C /OpenROAD-flow-scripts/flow DESIGN_CONFIG=/design/flow/config.mk WORK_HOME=/design/flow/orfs finish
==> results.json <==
{
  "timing.critical_path.to_type": "primary output",
  "violations": "setup timing",
  "seqPwrFrac_pct": 0,
  "layout.sequential_cells": 0,
  "worst_slew_pin_slew_ns": 0.141,
  "detail_route.antenna_diodes": 0,
  "post_synth_instance_area_um2": 307,
  "outcome": "finished with violations",
  "core_um2": 3420,
  "post_synth.cell_area_avg_um2": 8.07,
  "synth_chip_area_um2": 307,
  "cp_cell_sequence": "buf_8 -> ha_4 -> a31oi_4 -> mux2_4 -> buf_6",
  "top_level_ports": 37,
  "synth_cell_types": 17,
  "simple_gate_share_of_the_synthesized_area_pct": 33.5,
  "max_cap_viol_count": 0,
  "grt_setup_unrepaired": "true",
  "place.gp.congestion": 0.730,
  "slowest_delay_ns": 0.32,
  "vdd_ir_drop_max_mv": 0.141,
  "syn-instance-count": 38,
  "final_hold_slack_ns": 0.734,
  "synth-seq-area-share_pct": 0,
  "worst_hold_path_type": "input port to primary output",
  "warnings": 44,
  "antenna_violating_nets_post_route": 0,
  "power.density_nw_per_um2": 394,
  "track_usage_pct": 4.64,
  "synthAdderAreaFrac_pct": 12.2,
  "final_core_utilization_pct": 30.5,
  "setup-violations-final": 12,
  "p_leak_nw": 0.434,
  "mean_routed_wirelength_per_cell_um": 10.9,
  "slew_headroom_pct": 90.3,
  "vias_in_the_first_global_route": 561,
  "layout_min_cycle_time_ns": 1.26,
  "switching_share_pct": 37.0,
  "grt_pass1_wl_um": 2550,
  "drcViolationCount": 0,
  "timing_worst_setup_path_type": "input port to primary output",
  "wl_um": 1490,
  "vias_post_dr": 496,
  "floorplan.die_area_um2": 6400,
  "portBuffers": 28,
  "finalCritPeriodShare_pct": 126,
  "combinational_share_of_power_pct": 100.0,
  "die-width_um": 80,
  "vias_per_cell": 3.65,
  "number_of_antenna_violations_at_the_first_check_in_global_routing": 0,
  "layout_top_cells_excl_fill_tap": "buf_6 (17), buf_4 (13), buf_2 (12)",
  "clock.fmax_mhz": 796,
  "detail_route.iter0.violations": 4,
  "fraction_of_power_consumed_by_the_clock_network_pct": 0,
  "final_layout_top_logic_cell": "buf_6",
  "synth.mux.area_fraction_pct": 24.1,
  "yosys.area_share.aoi_pct": 21.6,
  "finalWorstSetupSlack_ns": -0.256,
  "ys_top_logic_family": "simple AND/OR/NAND/NOR gates",
  "grt_max_degree": 6,
  "floorplanUtilization_pct": 8.97,
  "maximum_net_fanout_on_the_critical_path": 4,
  "cp.required_ns": 0.80,
  "total_power_draw_w": 0.000411,
  "timing_max_transition_violations_final": 0,
  "drive_above_1_share_pct": 90.0,
  "worst_path_max_delay_cell": "mux2_4",
  "net_switching_power_of_the_design_w": 0.000152,
  "arrival_ns": 1.06,
  "flop_area_um2": 0,
  "cts_hold_buf": 0,
  "yosysWarningCount": 1,
  "ys_cells": 38,
  "syn_to_final_growth_pct": 240,
  "fillerInstances": 365,
  "hold_violations": 0,
  "clockBufferCount": 0,
  "place.detailed.hpwl_um": 1110,
  "yosys.area_share.xor_xnor_pct": 8.57,
  "die_y_um": 80,
  "num_rows": 21,
  "final-comb-area_um2": 512,
  "drt_pre_antenna_iters": 2,
  "p_int_w": 0.000259,
  "globalRouteOverflowTotal": 0,
  "crit_path_start_kind": "input port"
}
-- Yosys cell counts --
library cell,n,area (µm²)
nor3_1,2,10.0
nand2_1,2,7.51
ha_1,3,37.5
mux2i_1,1,10.0
xnor2_1,1,8.76
nand3_1,5,25.0
nand2_2,2,12.5
a21oi_1,1,5.00
a31oi_4,2,42.5
nor2b_1,1,6.26
nand2b_1,2,12.5
xor2_1,2,17.5
mux2_4,2,30.0
mux2_2,3,33.8
a31oi_1,3,18.8
nor2_1,5,18.8
and4_2,1,10.0
-- per-layer routing --
metal	wire length, µm	global-route usage, %	vias up
li1	-	-	253
met1	510	4.94	234
met2	822	8.59	9
met3	152	2.16	0
met4	0	0	0
met5	0	0	-
-- final timing paths --
kind,start,to,cells after the start
worst max-delay path,G[4],G_out[1],5
worst min-delay path,R[6],R_out[2],3
-- area by class of cell --
type | count | area share (%)
Tap cell | 46 | 5.52
Multi-Input combinational cell | 38 | 49.1
Timing Repair Buffer | 52 | 45.4
-- cells by family (layout without fill, tap and decap cells) --
family	after synthesis	count (layout)
xor+xnor	3	3
mux	6	6
compound gates	6	6
simple gates	20	20
buf+inv	0	52
fa+ha+maj	3	3
-- stage by stage --
stage               cells  instance area (µm²)  setup WS [ns]  TNS, ns
floorplan              38                  344        -0.0394  -0.0394
global placement      124                  772          -1.00   -11.34
detailed placement    124                  772          -1.02   -11.48
CTS                   137                 1020         -0.311    -2.59
global route          136                 1040         -0.289    -2.35
finish                136                 1040         -0.256    -1.90
-- power groups by stage --
stage | Combinational, W | Clock (W) | Sequential [W]
CTS | 0.000399 | 0 | 0
finish | 0.000411 | 0 | 0
global route | 0.000444 | 0 | 0
-- worst max-delay path, delay by kind of cell --
| family | cells | cell delay (ns) |
|---|---|---|
| muxes | 1 | 0.32 |
| buffers and inverters | 2 | 0.21 |
| adders and majority gates | 1 | 0.17 |
| AOI/OAI and AO/OA | 1 | 0.16 |
-- timing repair --
action | CTS | global route
gates resized | 150 | 21
pin swaps | 17 | 15
endpoints found under the setup margin | 12 | 12
setup buffers | 13 | 2
Power and IR drop assume default switching activity.
