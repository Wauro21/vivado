### design/flow/config.mk
export PLATFORM = sky130hd
export DESIGN_NAME = clock_mech
export DESIGN_NICKNAME = clock_mech
export VERILOG_FILES = /design/flow/design.v
export SDC_FILE = /design/flow/constraint.sdc
export NUM_CORES = 4
export LEC_CHECK = 1
export CORE_AREA = 10 10 90 90
export DIE_AREA = 0 0 100 100
### design/flow/constraint.sdc
current_design clock_mech

set clk_period 4.1
set clk_io_pct 0.2

create_clock -name clk0 -period $clk_period [get_ports {clk}]

set non_clock_inputs [all_inputs -no_clocks]
set_input_delay [expr $clk_period * $clk_io_pct] -clock clk0 $non_clock_inputs
set_output_delay [expr $clk_period * $clk_io_pct] -clock clk0 [all_outputs]
### design/flow/design.v
module clock_mech(
	input logic clk,
	input logic reset,
	input logic buttons,  
	output logic [16:0] secs	
    );
	localparam cs_count_max = 999999;  
	localparam n_cs = $clog2(cs_count_max);
	localparam ds_count_max = 9;
	localparam n_ds = $clog2(ds_count_max);
	localparam time_count_max = 59;
	localparam tc_s = $clog2(time_count_max);
	logic [n_cs -1 : 0] cs_count;
	logic [n_ds -1 : 0] ds_count;
	logic [tc_s -1 : 0] s_count;
	logic cs_flag, ds_flag, s_flag;
	always_ff @(posedge clk) begin
		if (reset) begin
			cs_count <= 'd0;
			cs_flag <= 'd0;
		end
		else if ( cs_count == cs_count_max) begin
			cs_count <= 'd0;
			cs_flag <= 'd1;
		end
		else begin
			cs_count <= cs_count + 'd1;
			cs_flag <= 'd0;
		end
	end
	always_ff @(posedge clk) begin
		if (reset) begin
			ds_count <= 'd0;
			ds_flag <= 'd0;
		end
		else if ( ds_count == ds_count_max) begin
			ds_count <= 'd0;
			ds_flag <= 'd1;
		end
		else begin
			if (cs_flag) begin
				ds_count <= ds_count + 'd1;
			end
			else begin
				ds_flag <= ds_flag;
				ds_count <= ds_count;
			end
		end
	end
	always_ff @(posedge clk) begin
		if (reset) begin
			s_count <= 'd0;
			s_flag <= 'd0;
		end
		else if ( s_count == time_count_max) begin
			s_count <= 'd0;
			s_flag <= 'd1;
		end
		else begin
			if (s_flag) begin
				s_count <= s_count + 'd1;
			end
			else begin
				s_flag <= s_flag;
				s_count <= s_count;
			end
		end
	end
	always_ff @(posedge clk) begin
		if (reset) begin
			secs <= 'd0;
		end
		else if(s_flag) begin
			secs <= secs + 'd1;
		end
		else begin
			secs <= secs ;
		end
	end
endmodule
### design/flow/run.sh
#!/bin/bash
# OpenROAD 26Q1-2900-gdf79404cd8, Yosys 0.63+post, stock flow scripts
make -C /OpenROAD-flow-scripts/flow DESIGN_CONFIG=/design/flow/config.mk WORK_HOME=/design/flow/orfs finish
==> run notes <==
impl run done, here's what came out: H-tree levels 1, Core Region 6280 um2, yosys simple share 30.8%, CP Max Fanout 7, clk sinks 24, Syn Area/Cell 9.24 um2, die y size 100 um, startpoint types flop, port bufs 18, Placer Congestion 0.742, Critical Path AT 1.28 ns, die area 10000 um2, buffers and inverters on the worst path 1, post-CTS resize count 0, Critical Path Max Stage Delay 0.53 ns, area fraction in compound gates 2.80%, Slew Viols, Final 0, CTS Hold Buffers Added 0, largest area contributor in the netlist dfxtp_1, FA/HA/MAJ Cells, Area Fraction 2.33%, library cells used by synthesis 22, dpl ws 2.09 ns, Yosys Instances 116, Dominant comb cell simple AND/OR/NAND/NOR gates, Cell Area, Synth 1070 um2, max-cap violations 0, Synth flops 24, XOR Share, Synth 13.9%, register area share after synthesis 44.8%, final worst-path cycle share 51.2%, yosys stat area 1070 um2, Hold Path Class reg2reg, largest net degree at the start of global routing 21, dpl hpwl 1.63 mm, 1st-iter DRT viols 62, PD cells 316 nW/um2, DRC Markers 0, Final ANT Viol Nets 0, Clk Latency, worst-skew pair 0.27 ns, Period minus WS final 2.10 ns, global route overflow 0, status finished, final reports clean, root buf cell clkbuf_8, I/O pin count 20, DRT Pass-1 Iters 4, Synth warnings 1, total wire length 2.28 mm, Peak VDD IR 0.123 mV, # diodes 0, tool warnings 26, count of filler cells inserted in the layout 660, nature of the critical path endpoint output port, Num CTS Buffers 3, PnR Total Power 0.445 mW, GRT Resource Usage Total 4.52%, Final Hold Viols 0, clk slew on worst S/H paths 0.09 ns, fmax 477 MHz, top cells, area dfxtp_1 45%, xnor2_1 9.0%, nor2_1 8.8%, first-pass GRT wire length 3.82 mm, worst-case clock skew 0.00815 ns, LEAKAGE 0.459 nW, Worst slew margin 65.9%, Max clock buf depth 2, Crit path max-delay family buffers and inverters, Post-Layout Cell Count 212, std cell rows 29, fp util 17.1%, initial antenna violation count 0, MUX share of area 2.92%, worst-margin pin slew 0.510 ns, Post-Synthesis Cells 116, CP Cell Sequence clkdlybuf4s50_1, setup TNS 0 ns, die span in x 100 um, WL/cell 10.8 um, Crit-path slowest cell clkdlybuf4s50_1, vias in the first global route 825, Vias 810, Placed Instances 208, postcts setup bufs 0, via/cell ratio 3.82, Syn-to-layout area delta 31.4%, critical path required time 3.28 ns, # setup viols final 0, share of layout cells above drive strength 1 9.63%, WS Path Type reg2out, Top cell area share 44.8%, worst setup margin 2.00 ns, TritonCTS clock tree yes, RSZ-0062 raised after global routing no
[through the flow]
step	utilization, %	hold slack [ns]	cell area (um2)
after global placement	21.3	0.500	1340
after detailed placement	21.3	0.505	1340
after global routing	22.4	0.572	1410
after CTS	22.4	0.527	1410
after floorplan	-	0.472	1070
final	22.4	0.523	1410
[where the power goes]
group          leakage (nW)  internal [mW]       switching (mW)  total [mW]
clock network        0.0357          0.130               0.0753       0.206
registers             0.193          0.233  0.00000000000000808       0.233
logic                 0.230        0.00194              0.00408     0.00602
total                 0.459          0.365               0.0794       0.445
[cell families (layout without fill, tap and decap cells)]
| family | after synthesis | count (layout) |
|---|---|---|
| buffers and inverters | 6 | 25 |
| multiplexers | 3 | 3 |
| AND-OR/OR-AND | 6 | 6 |
| flip-flops | 24 | 24 |
| XOR/XNOR | 17 | 17 |
| AND/OR/NAND/NOR | 58 | 58 |
| adder cells (fa/ha/maj) | 2 | 2 |
[cell usage after synthesis, drive strengths merged]
cell type	number
nor2b	1
a21oi	3
dfxtp	24
clkbuf	3
xnor2	11
o21ai	3
nor2	25
nor3	5
mux2	1
or2	1
inv	2
nor4	4
nand4	7
nand2	8
mux2i	2
or3	3
xor2	6
ha	2
buf	1
nand3	4
[cells in the final DEF, fill, tap and decap left out]
cell type         n
a21oi_1           3
buf_4             1
bufinv_16         1
clkbuf_8          3
clkdlybuf4s50_1  18
dfxtp_1          24
ha_1              2
inv_1             2
mux2_1            1
mux2i_1           2
nand2_1           8
nand3_1           4
nand4_1           4
nand4_2           1
nand4_4           2
nor2_1           25
nor2b_1           1
nor3_1            5
nor4_2            4
o21ai_0           3
or2_2             1
or3_1             3
xnor2_1          11
xor2_1            6
[sequential cells by signal (all words and copies together) (netlist names)]
register  cells
s_flag        1
s_count       6
secs         17
[worst min-delay path, delay by kind of cell, from the launching register on]
| family | cells | cell delay, ns |
|---|---|---|
| XOR/XNOR | 1 | 0.07 |
| AND/OR/NAND/NOR | 1 | 0.07 |
| flip-flops | 1 | 0.35 |
[area by class of cell]
type | instances | area (um2) | share of cell area, %
Tap cell | 77 | 96.3 | 6.84
Inverter | 2 | 7.51 | 0.533
Sequential cell | 24 | 480 | 34.1
Timing Repair Buffer | 19 | 188 | 13.3
Multi-Input combinational cell | 86 | 566 | 40.1
Clock inverter | 1 | 30.0 | 2.13
Clock buffer | 3 | 41.3 | 2.93
[per-layer routing]
metal / routed length (um) / GRT usage, % / up-vias
met5: 0 / 0 / -
met4: 40 / 1.09 / 0
met3: 129 / 1.32 / 2
met2: 913 / 6.57 / 13
met1: 1200 / 6.46 / 364
li1: - / - / 431
[path summary, 6_finish.rpt]
| kind | slack [ns] | endpoint | start | depth (start not counted) |
|---|---|---|---|---|
| setup / recovery | 2.00 | secs[7] | secs[7]$_SDFFE_PP0P_ | 1 |
| hold / removal | 0.52 | s_count[4]$_SDFFE_PP0P_ | s_count[4]$_SDFFE_PP0P_ | 2 |
| setup reg to reg | 2.40 | secs[16]$_SDFFE_PP0P_ | s_flag$_SDFFE_PP0N_ | 4 |
| hold reg to reg | 0.52 | s_count[4]$_SDFFE_PP0P_ | s_count[4]$_SDFFE_PP0P_ | 2 |
No activity file was given, so power comes from the tool's default toggle rates.
