--- /design/flow/config.mk ---
export PLATFORM = sky130hd
export DESIGN_NAME = grid_cursor
export DESIGN_NICKNAME = grid_cursor
export VERILOG_FILES = /design/flow/design.v
export SDC_FILE = /design/flow/constraint.sdc
export NUM_CORES = 4
export LEC_CHECK = 1
export CORE_AREA = 10 10 70 70
export DIE_AREA = 0 0 80 80
--- /design/flow/constraint.sdc ---
current_design grid_cursor

set clk_period 2.6
set clk_io_pct 0.2

create_clock -name clk0 -period $clk_period [get_ports {clk}]

set non_clock_inputs [all_inputs -no_clocks]
set_input_delay [expr $clk_period * $clk_io_pct] -clock clk0 $non_clock_inputs
set_output_delay [expr $clk_period * $clk_io_pct] -clock clk0 [all_outputs]
--- /design/flow/design.v ---
module grid_cursor(
	input clk, rst,
	input restriction,
	input dir_up, dir_down, dir_left, dir_right,
	output logic [2:0] pos_x,
	output logic [1:0] pos_y,
	output logic [4:0] val
	);
	logic [2:0]pos_x_next;
	logic [1:0]pos_y_next;
	always_comb
		case(pos_x)
			3'd0:
					case(pos_y)
						2'd0: val = 5'd0;
						2'd1: val = 5'd4;
						2'd2: val = 5'd8;
						2'd3: val = 5'hc;
					endcase
			3'd1:
					case(pos_y)
						2'd0: val = 5'd1;
						2'd1: val = 5'd5;
						2'd2: val = 5'd9;
						2'd3: val = 5'hd;
					endcase
			3'd2:
					case(pos_y)
						2'd0: val = 5'd2;
						2'd1: val = 5'd6;
						2'd2: val = 5'ha;
						2'd3: val = 5'he;
					endcase
			3'd3:
					case(pos_y)
						2'd0: val = 5'd3;
						2'd1: val = 5'd7;
						2'd2: val = 5'hb;
						2'd3: val = 5'hf;
					endcase
			3'd4:
					case(pos_y)
						2'd0: val = 5'b1_0000; 
						2'd1: val = 5'b1_0001; 
						2'd2: val = 5'b1_0010; 
						2'd3: val = 5'b1_0011; 
					endcase
			3'd5:
					case(pos_y)
						2'd0: val = 5'b1_0100; 
						2'd1: val = 5'b1_0101; 
						2'd2: val = 5'b1_0110; 
						2'd3: val = 5'b1_0111; 
					endcase
			default:
					val = 5'h1F;
		endcase
	logic forbidden_pos;
	always_comb
		case(pos_x_next)
			3'd0:
				case(pos_y_next)
					2'd3: forbidden_pos = 1'd1;
					default:
					forbidden_pos = 1'd0;
				endcase
			3'd1:
				case(pos_y_next)
					2'd3: forbidden_pos = 1'd1;
					default:
					forbidden_pos = 1'd0;
				endcase
			3'd2:
				case(pos_y_next)
					2'd2: forbidden_pos = 1'd1;
					2'd3: forbidden_pos = 1'd1;
					default:             
					forbidden_pos = 1'd0;
				endcase
			3'd3:
				case(pos_y_next)
					2'd2: forbidden_pos = 1'd1;
					2'd3: forbidden_pos = 1'd1;
					default:             
					forbidden_pos = 1'd0;
				endcase
			default:
				forbidden_pos = 1'd0;
		endcase
	logic [3:0] pb_buttons;
	assign pb_buttons = {dir_up,dir_down,dir_left,dir_right};
	always_comb  begin 
		pos_x_next = pos_x;
		pos_y_next = pos_y;
		case(pb_buttons)
			4'b1000: begin  
				if (restriction) begin
					if (pos_y == 'd0) begin
						if (pos_x == 'd2 || pos_x == 'd3 )
							pos_y_next = 'd1;
						else if (pos_x == 'd0 || pos_x == 'd1)
							pos_y_next = 'd2;
						else
							pos_y_next = 'd3;
					end
					else
						pos_y_next = pos_y - 'd1;
				end	
				else begin
					if (pos_y == 'd0)
						pos_y_next = 'd3;
					else
						pos_y_next = pos_y - 'd1;
				end
			end
			4'b0100: begin  
				if (restriction) begin
					if (pos_y == 'd1) begin
						if (pos_x == 'd2 || pos_x == 'd3 )
							pos_y_next = 'd0;
						else
							pos_y_next = pos_y + 'd1;
					end
					else if (pos_y == 'd2) begin
						if (pos_x == 'd0 || pos_x == 'd1)
							pos_y_next = 'd0;
						else
							pos_y_next = pos_y + 'd1;
					end
					else begin
						if ( pos_y == 'd3)
							pos_y_next = 'd0;
						else
							pos_y_next = pos_y + 'd1;
					end
				end	
				else begin
					if (pos_y == 'd3)
						pos_y_next = 'd0;
					else
						pos_y_next = pos_y + 'd1;
				end
			end
			4'b0010: begin  
				if (restriction) begin
					if ( pos_y == 'd2) begin
						if (pos_x == 'd4)
							pos_x_next = 'd1;
						else if (pos_x == 'd0)
							pos_x_next = 'd5;
						else
							pos_x_next = pos_x - 'd1;
					end
					else if (pos_y == 'd3) begin
						if (pos_x == 'd4)
							pos_x_next = 'd5;
						else
							pos_x_next = pos_x - 'd1;
					end
					else begin
						if (pos_x == 'd0)
							pos_x_next = 'd5;
						else
							pos_x_next = pos_x - 'd1;
					end
				end
				else begin
					if (pos_x == 'd0)
						pos_x_next = 'd5;
					else
						pos_x_next = pos_x - 'd1;
				end
			end
			4'b0001: begin  
				if (restriction) begin
					if (pos_y == 'd2) begin
						if (pos_x == 'd1)
							pos_x_next = 'd4;
						else if (pos_x == 'd5)
							pos_x_next = 'd0;
						else
							pos_x_next = pos_x + 'd1;
					end
					else if (pos_y == 'd3) begin
						if (pos_x == 'd5)
							pos_x_next = 'd4;
						else
							pos_x_next = pos_x + 'd1;
					end
					else begin
						if (pos_x == 'd5)
							pos_x_next = 'd0;
						else
							pos_x_next = pos_x + 'd1;
					end
				end
				else begin
					if (pos_x == 'd5)
						pos_x_next = 'd0;
					else
						pos_x_next = pos_x + 'd1;
				end
			end
		endcase
	end				
	always_ff @(posedge clk) begin  
		if (rst) begin
			pos_x	<=	3'd0;
			pos_y	<=	2'd0;
		end
		else begin
			if (restriction) begin
				if ( pos_y == 'd2 && (pos_x == 'd2 || pos_x == 'd3)) begin
					pos_y <= 'd1;
					pos_x <= pos_x;
				end
				else if (pos_y == 'd3) begin
					if (pos_x == 'd2 || pos_x == 'd3) begin
						pos_y <= 'd1;
						pos_x <= pos_x;
					end
					else if (pos_x == 'd0 || pos_x == 'd1) begin
						pos_y <= 'd2;
						pos_x <= pos_x;
					end
				end
				else begin
					pos_x <= pos_x_next;
					pos_y <= pos_y_next;
				end
			end
			else begin
				pos_x	<=	pos_x_next;
				pos_y	<=	pos_y_next;
			end
		end
	end
endmodule
--- /design/flow/run.sh ---
#!/bin/bash
# OpenROAD 26Q1-2900-gdf79404cd8, Yosys 0.63+post, stock flow scripts
make -C /OpenROAD-flow-scripts/flow DESIGN_CONFIG=/design/flow/config.mk WORK_HOME=/design/flow/orfs finish
==> flow_summary.json <==
{
  "final_antenna_net_count": 0,
  "clock-sinks": 5,
  "overflow": 0,
  "synth_area_um2": 704,
  "cts_buffers": 3,
  "cts_root_buf": "clkbuf_4",
  "ys_warn_count": 1,
  "postSynthAreaPerCell_um2": 7.83,
  "critical_path_arrival_ns": 1.92,
  "coreArea_um2": 3420,
  "cts.htree.levels": 1,
  "finalHoldViolations": 0,
  "hold_path_depth": 2,
  "chipArea_um2": 6400,
  "synth-edff-count": 0,
  "grt_start_max_net_pins": 14,
  "fin_area_um2": 935,
  "slowest_delay_ns": 0.46,
  "port_buffers": 16,
  "reg2regPathDepth": 5,
  "r2r_start": "pos_y[0]",
  "skew_ns": 0.00324,
  "grt_pass1_vias": 669,
  "setup_tns_ns": 0,
  "synth.distinct_cells": 40,
  "dr.pass1.iters": 4,
  "worst_pin_slew_ns": 0.578,
  "worstHoldPathType": "flop to flop",
  "ys_async_sr_fraction": 0,
  "ctsLongestPathBuffers": 2,
  "startpoint_type": "flop",
  "min_to": "pos_x[2]",
  "fin_ws_ns": 0.156,
  "drive_above_1_share": 0.164,
  "grtUsageMet3": 0.0318,
  "synth_seq_share": 0.142,
  "grt_pass1_wl_mm": 3.07,
  "cts_setup_buffers": 0,
  "gr-usage-met1": 0.0762,
  "dp_hpwl_mm": 1.54,
  "diodes": 0,
  "worstSetupPathType": "flop to output pin",
  "clk_latency_ns": 0.24,
  "fmax_ghz": 0.409,
  "globalplace.congestion": 0.933,
  "final-setup-viol-count": 0,
  "num_rows": 21,
  "pre_cts_slack_ns": 0.351,
  "yosysChipArea_um2": 704,
  "fp.dieH_um": 80,
  "finalClockPeriodUsage": 0.940,
  "via_per_inst": 4.96,
  "cap_violations": 0,
  "slew_headroom": 0.609,
  "powerDensity_nw_per_um2": 300,
  "rsz0062_at_grt": "no",
  "wl_per_cell_um": 12.7,
  "final_util": 0.274,
  "post_dp_cell_area_um2": 907,
  "worstPathRequired_ns": 2.08,
  "r2r_setup_slack_ns": 0.85,
  "fin_crit_ns": 2.44,
  "cpMaxStageDelayCell": "clkdlybuf4s50_1",
  "design.portCount": 17,
  "hold_start": "pos_x[2]",
  "die-width_um": 80,
  "synthFlopType": "dfxtp_1",
  "fp_util": 0.206,
  "ys_ff": 5,
  "path_clk_slew_ns": 0.04,
  "ir_drop_mv": 0.0957,
  "ys_cells": 90,
  "wirelength_mm": 1.98,
  "grt.busiest_layer": "met2",
  "use_met2": 0.0859,
  "antenna_found_initial": 0,
  "layout_top_cell": "clkdlybuf4s50_1",
  "leakage_nw": 0.337,
  "path_max_fanout": 7,
  "cts_tree": "yes",
  "via_count": 773,
  "drc": 0,
  "grt_use_total": 0.0585,
  "tool_warnings": 28,
  "syn_inst": 90,
  "endpoint_kind": "output pin",
  "status": "finished clean",
  "path_cells": "inv_1, ha_1, o21bai_1, a21oi_1, or2_2, clkdlybuf4s50_1",
  "reg2reg_to": "pos_y[1]",
  "slew_viol_final": 0,
  "drtIter0Drc": 111,
  "area_growth_syn_to_layout_pct": 32.7,
  "layout_top_cells": "clkdlybuf4s50_1 (16), nor2_1 (10), inv_1 (5), nand2_1 (5), ha_1 (5)"
}
## synthesized netlist by cell type (all sizes together) (3+ instances only)
library cell | count | area share
nor4b | 4 | 0.071
dfxtp | 5 | 0.14
inv | 6 | 0.032
clkbuf | 4 | 0.064
ha | 5 | 0.089
o211ai | 3 | 0.032
or3 | 5 | 0.046
o21ai | 4 | 0.028
nor2 | 10 | 0.053
nand3 | 3 | 0.021
a31oi | 3 | 0.027
nand2 | 5 | 0.027
a21oi | 4 | 0.028
## state kept, by name (all words and copies together) (netlist names)
signal and count:
pos_x 3, pos_y 2
## metal layers
| layer | routed length [µm] | up-vias |
|---|---|---|
| met5 | 0 | - |
| met3 | 258 | 0 |
| li1 | - | 384 |
| met1 | 808 | 353 |
| met4 | 0 | 0 |
| met2 | 913 | 36 |
## final cells by class
cell class	instances	area (µm²)
fill	374	2480
clock buffer	4	26.3
multi-input combinational	75	537
inverter	6	22.5
tap	46	57.6
timing repair buffer	20	190
sequential	5	101
## through the flow
| stage | instances | power [mW] | hold WS (ns) |
|---|---|---|---|
| global placement | 152 | 0.191 | 0.568 |
| finish | 156 | 0.281 | 0.568 |
| detailed placement | 152 | 0.192 | 0.560 |
| global route | 156 | 0.299 | 0.592 |
| floorplan | 90 | 0.146 | 0.575 |
| CTS | 156 | 0.283 | 0.568 |
## critical path: cells and delay by family (launching register included)
kind                     cells  cell delay (ns)
buffers and inverters        2             0.58
AND/OR/NAND/NOR              1             0.11
adder cells (fa/ha/maj)      1             0.25
flip-flops                   1             0.44
AND-OR/OR-AND                2             0.31
## worst max path at each step
stage,depth (start not counted),to,from,slack [ns]
after CTS,6,val[0],pos_y[1],0.08
after global routing,5,val[2],pos_y[0],0.03
final,6,val[0],pos_y[0],0.16
## report_power, final
part	total (mW)	internal (mW)	switching [mW]
Clock	0.0900	0.0580	0.0320
Sequential	0.0856	0.0816	0.00399
Combinational	0.105	0.0555	0.0497
## repair_timing
item,CTS,global route
resized,0,1
hold buffers,0,0
setup endpoints to repair,0,1
## kinds of logic after synthesis
kind of cell	after synthesis	synth area share
compound gates	27	0.286
simple gates	40	0.350
xor+xnor	3	0.0373
fa+ha+maj	5	0.0888
flops	5	0.142
buf+inv	10	0.0959
No activity file was given, so power comes from the tool's default toggle rates.
